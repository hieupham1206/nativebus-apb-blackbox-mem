==> /design/flow/config.mk <==
export PLATFORM = sky130hd
export DESIGN_NAME = blackbox1
export DESIGN_NICKNAME = blackbox1
export VERILOG_FILES = /design/flow/design.v
export SDC_FILE = /design/flow/constraint.sdc
export NUM_CORES = 4
export LEC_CHECK = 1
export CORE_AREA = 10 10 78 78
export DIE_AREA = 0 0 88 88
==> /design/flow/constraint.sdc <==
current_design blackbox1

set clk_period 1.7
set clk_io_pct 0.2

create_clock -name clk0 -period $clk_period [get_ports {clk}]

set non_clock_inputs [all_inputs -no_clocks]
set_input_delay [expr $clk_period * $clk_io_pct] -clock clk0 $non_clock_inputs
set_output_delay [expr $clk_period * $clk_io_pct] -clock clk0 [all_outputs]
==> /design/flow/design.v <==
module blackbox1(
    input clk,
    input resetn,
    input [7:0]pwdata,
    input pwrite,
    input psel,
    input penable,
    input [7:0]paddr,
    input [7:0]data_out,
    input ready,
    output reg [7:0]prdata,
    output reg pready,
    output reg cs,
    output reg we,
    output reg re,
    output [7:0]addr,
    output reg [7:0]data_in,
    output reg [1:0]stage
);
localparam IDLE 		= 2'b00;
localparam WRITE 		= 2'b01;
localparam READ 		= 2'b10;
localparam FINISH 		= 2'b11;
assign addr = paddr;
always @(posedge clk) begin
    if(!resetn) begin
			stage	<= IDLE;
			pready	<= 1'b0;
			prdata	<= {8{1'b0}};
            cs <= 0;
            we <=0;
            re <=0;
		end
    else begin
        case(stage)
        IDLE: begin
            pready	<= 1'b0;
            cs <= 0;
            we <=0;
            re <=0;
            if(psel && penable && pwrite) begin
                stage <= WRITE;
            end
            else if(psel && penable && !pwrite) begin
                stage <= READ;
            end
        end
        WRITE: begin
            pready <= 1'b0;
            cs <= 1'b1;
            we <= 1'b1;
            data_in <= pwdata;
            if(ready) begin
                cs <= 0;
                we <= 0;
                pready <= 1'b1;
                stage <= FINISH;
            end
            else begin
                stage <= WRITE;
            end
        end
        READ: begin
            pready <= 1'b0; 
            cs <= 1'b1;
            re <= 1'b1;
            prdata <= data_out;
            if(ready) begin
                cs <=0;
                re <=0;
                pready <= 1'b1;
                stage <= FINISH;
            end
            else begin
                stage <= READ;
            end
        end
        FINISH: begin
            pready <= 1'b0;
            stage <= IDLE;
        end        
    endcase
    end
end
endmodule
==> /design/flow/run.sh <==
#!/bin/bash
# OpenROAD 26Q1-2900-gdf79404cd8, Yosys 0.63+post, stock flow scripts
make -C /OpenROAD-flow-scripts/flow DESIGN_CONFIG=/design/flow/config.mk WORK_HOME=/design/flow/orfs finish
==> Changelog: implementation <==
### Changed

* Status: finished clean
* Clk latency of the worst-skew pair at 0.26 ns
* Minimum clock period at 1.56 ns
* Seq/Total Area, Yosys at 53.7%
* Antenna violation net count after detailed routing at 0
* I/O Pins at 60
* Post-Route Setup TNS at 0 ns
* Crit path DAT at 1.22 ns
* Row count at 24
* Antenna diode count at 0
* Vias/cell at 4.03
* Core ar. at 4410 um2
* Hold Buf Count CTS at 0
* Layout cells sized above 1 at 10.5%
* Vias at 710
* Clock sink total at 22
* Worst slack, placed at 0.113 ns
* Endpoints failing setup at 0
* Die width at 88 um
* Worst min path class: reg -> reg
* Overflow after GRT at 0
* Critical path's largest stage delay at 0.48 ns
* Hold Violations, Final at 0
* Post-synth EDFFs at 8
* TritonCTS buffer count at 3
* CTS H-Tree Depth at 1
* Slew Limit Fails at 0
* Routed wire per std cell at 13.1 um
* Classification of the worst setup path: reg -> out
* Fraction of registers with async set/reset at 0%
* Tcrit/Tclk final at 91.8%
* Initial antenna violation count at 0
* Cell count in the Yosys report at 83
* Cell Type Count at 25
* Clock Pin Slew Worst Setup and Hold Paths at 0.08 ns
* Crit path cell chain: buf_4, clkdlybuf4s50_1
* Tool warning count at 31
* Largest net degree at the start of global routing at 15
* Height of the die at 88 um
* Type of origin of the critical path: flop
* WL final at 2310 um
* 1st-iter DRT viols at 13
* Slowest-stage cell, CP: clkdlybuf4s50_1
* Area Overhead vs Synth at 55.5%
* Syn Area/Cell at 11.7 um2
* Port Buffers at 43
* Drt first pass iters at 4
* Family with the most delay on the worst path: buffers and inverters
* Worst-Margin Slew at 0.470 ns
* Pwr Total at 2.09 mW
* CP bufs+invs at 2
* Vias in the first global route at 742
* Static leakage power at 0.551 nW
* Yosys chip area at 970 um2
* Clock tree buffer depth at 2
* Crit-path max FO at 6
* CTS tree: yes
* GR Util All Layers at 5.85%
* Post-Syn Area at 970 um2
* Cells after Synth at 83
* First-pass GRT wire length at 3670 um
* Rel. slew slack at 68.6%
* Clk_skew at 0.000755 ns
* CP endpoint kind: primary output
* CTS Root Cell: clkbuf_8
* Power Density at 1380 nW/um2
* Synth flops at 22
* Fmax at 641 MHz
* FP Util at 22.0%
* RSZ-0062 raised after global routing: no
* Dominant register cell: dfxtp_1
* Max_cap viols at 0
* GP Congestion at 0.780
* Setup ws final at 0.140 ns
* Max IR drop VDD at 658 uV
* Drc violations at 0
* Number of synthesis warnings at 1
* Die ar. at 7740 um2
* Hpwl dp at 1880 um
* Required time of the critical path at 1.36 ns
[cells in the mapped netlist (2+ instances only)]
cell	instances	area, um2
nand2_1	3	11.3
or3b_1	2	17.5
a21oi_1	4	20.0
edfxtp_1	8	240
inv_1	3	11.3
dfxtp_1	14	280
nor2_1	11	41.3
mux2i_1	8	80.1
ha_1	7	87.6
buf_4	8	60.1
[worst min-delay path, delay by kind of cell (launching register included)]
kind | cells | cell delay (ns)
DFF | 1 | 0.32
and+or+nand+nor | 1 | 0.05
AOI/OAI and AO/OA | 1 | 0.05
[layout make-up]
type | instances | area (um2)
Clock inverter | 1 | 30.0
Inverter | 3 | 11.3
Fill cell | 423 | 2910
Sequential cell | 22 | 522
Timing Repair Buffer | 47 | 460
Tap cell | 52 | 65.1
Multi-Input combinational cell | 48 | 378
Clock buffer | 3 | 41.3
[where the power goes]
group	switching (mW)	total [mW]	internal, mW
logic	0.375	0.895	0.520
registers	0.0537	0.717	0.663
clock network	0.162	0.476	0.314
total	0.590	2.09	1.50
[path summary, 6_finish.rpt]
check	startpoint	endpoint	slack, ns	cells past startpoint
min	re	re	0.46	2
max reg2reg	stage[1]	re	0.15	6
min reg2reg	re	re	0.46	2
max	stage[0]	stage[0]	0.14	2
[routing by layer]
layer	vias up	wire (um)	global-route usage [%]
li1	361	-	-
met1	307	1010	7.79
met2	42	858	7.47
met3	0	436	4.77
met4	0	0	0.435
met5	-	0	0
[placed cells by master (no fill, tap or decap), types with 2 or more instances in the layout]
cell type         n
nand2_1           3
mux2i_1           8
buf_4             4
a21oi_1           4
ha_1              7
clkdlybuf4s50_1  43
inv_1             3
clkbuf_8          3
edfxtp_1          8
dfxtp_1          13
nor2_1           11
or3b_1            2
[state kept, by name, summed over array words and instances, names as in the netlist]
name / cells
cs: 1
stage: 2
pready: 1
re: 1
we: 1
data_in: 8
prdata: 8
[through the flow]
stage	hold WS (ns)	util, %	cells	cell area (um2)
after floorplan	0.417	-	83	970
after global placement	0.440	32.3	172	1430
after detailed placement	0.450	32.3	172	1430
after CTS	0.463	33.9	176	1500
after global routing	0.499	34.2	176	1510
final	0.461	34.2	176	1510
[logic make-up (layout without fill, tap and decap cells)]
kind of cell             after synthesis  in the layout  synth area share [%]
AND-OR/OR-AND                         11             11                  8.77
adder cells (fa/ha/maj)                7              7                  9.03
buffers and inverters                 13             54                  8.26
flip-flops                            22             22                  53.7
multiplexers                           8              8                  8.26
AND/OR/NAND/NOR                       22             22                  12.0
[repair_timing]
item / CTS / global route
buffers inserted: 0 / 0
setup endpoints to repair: 0 / 1
resized: 0 / 2
No activity file was given, so power comes from the tool's default toggle rates.
