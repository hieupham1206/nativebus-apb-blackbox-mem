## flow/config.mk

```make
export PLATFORM = sky130hd
export DESIGN_NAME = mem
export DESIGN_NICKNAME = mem
export VERILOG_FILES = /design/flow/design.v
export SDC_FILE = /design/flow/constraint.sdc
export NUM_CORES = 4
export LEC_CHECK = 1
export CORE_UTILIZATION = 50
```

## flow/constraint.sdc

```tcl
current_design mem

set clk_period 18.2
set clk_io_pct 0.2

create_clock -name clk0 -period $clk_period [get_ports {clk}]

set non_clock_inputs [all_inputs -no_clocks]
set_input_delay [expr $clk_period * $clk_io_pct] -clock clk0 $non_clock_inputs
set_output_delay [expr $clk_period * $clk_io_pct] -clock clk0 [all_outputs]
```

## flow/design.v

```verilog
module mem
#(
	parameter DATA_WIDTH=8,
	parameter ADDR_WIDTH=8
)
(
input resetn,
input clk,
input cs,
input we,
input re,
input [DATA_WIDTH-1:0]data_in,
input [ADDR_WIDTH-1:0]addr,
output reg [DATA_WIDTH-1:0]data_out,
output reg ready
,output reg [2:0] stage
);
reg [7:0]mem [0:2**ADDR_WIDTH-1];
localparam IDLE	 = 2'b00;
localparam WRITE = 2'b01;
localparam READ  = 2'b10;
localparam FINISH  = 2'b11;
always @(posedge clk) begin	
if(!resetn) begin
	stage <= IDLE;
end
else begin
case(stage)
	IDLE: begin
		if(cs&we) begin
		stage <= WRITE;
		end
		else if(cs&re) begin
		stage <= READ;
		end
		else begin stage <= IDLE; end
	end
	WRITE: begin
		mem[addr] <= data_in;
		ready <= 1'b1;
		stage <= FINISH;
	end
	READ: begin
		data_out <= mem[addr];
		ready <= 1'b1;
		stage <= FINISH;
	end
	FINISH: begin
		ready <= 1'b0;
		stage <= IDLE;
	end
endcase
end
end
endmodule
```

## flow/run.sh

```bash
#!/bin/bash
# OpenROAD 26Q1-2900-gdf79404cd8, Yosys 0.63+post, stock flow scripts
make -C /OpenROAD-flow-scripts/flow DESIGN_CONFIG=/design/flow/config.mk WORK_HOME=/design/flow/orfs finish
```

==> results.toml <==
# yosys + openroad results
[cts]
cts.sinks = 2059
cts_resized = 0
postCtsHoldBufs = 0
cts_setup_buffers = 0
cts_tree = "built"
cts_buffers = 198
htreeDepth = 4
max-clock-path-buffers = 3
cts_root_buf = "clkbuf_16"
path_clk_slew_ns = 0.06
clkLatencyLatePin_ns = 0.83

[synthesis]
synth_area_um2 = 78530
yosys_area_um2 = 78530
compound_area_frac = 0.03653
synth_stat.cells = 3549
mux_share = 0.1468
synth-xor-area-share = 0
ys_seq_elements = 2059
synth-simple-area-share = 0.01622
synth.comb.largest_family = "multiplexers"
ys_seq_share = 0.7870
syn-instance-count = 3549
synthDistinctLibCells = 26
fa_ha_area_frac = 0.0007966
syn_area_per_cell_um2 = 22.13
yosysWarnings = 1

[global_routing]
busiest_layer = "met2"
grt_max_degree = 129
grt_pass1_wl_um = 278800
grt_pass1_vias = 41990
gr-usage-met1 = 0.3563
gr-total-overflow = 0
met2_usage = 0.3992
use_met3 = 0.2107
track_usage = 0.2787
antenna_found_initial = 3

[run]
openroad.warnings = 33
max_cap_violations = 0

[drt]
drt_wl_total_um = 189500
drtIter0Drc = 2492
drc_errors = 0
wl_per_cell_um = 32.08
ant_nets = 0
vias = 36960
via_per_inst = 6.259
dr.pass1.iters = 7

[place]
gp_congestion = 0.8870
dp_worst_setup_slack_ns = 9.024
hpwl_um = 113100
io_buffers = 31

[floorplan]
row_count = 145
dieWidth_um = 398.3
chipArea_um2 = 158700
floorplan.core_util = 0.5033
die_y_um = 398.3
num_io_pins = 33
core_um2 = 156000

[outcome]
status = "completed"

[final_timing]
setup_ws_ns = 9.849
rsz0062_at_grt = "no"
slew_viol_final = 0
setup_viol = 0
max_slew.worst_pin.slew_ns = 1.341
max_freq_mhz = 119.7
slew_headroom = 0.09410
finalClockPeriodUsage = 0.4589
hold_viol = 0
period_needed_ns = 8.351
timing.hold.ws_ns = 0.6628
setup_tns_ns = 0
skew_ns = 0.02940

[critical_path]
criticalPathCategory = "input port to flip-flop"
cp.required_ns = 18.71
path_max_fanout = 72
worst-r2r-cell-count = 7
cp-end-kind = "flip-flop"
startpoint_type = "input port"
crit_arrival_ns = 8.86

[layout]
fin_util = 0.5638
final_layout_size_suffix_gt1_frac = 0.2432
syn_to_final_growth_pct = 12.00
nFillCells = 11020

[pwr]
power_density_nw_per_um2 = 110.0
ir_drop_uv = 106.3
total_power_mw = 9.675
leakage_nw = 26.59

[min_path]
hp-class = "flip-flop to flip-flop"
hold_depth = 2
## placed cells by master, fill, tap and decap left out, types with 20 or more instances in the layout
cell	Yosys	final
edfxtp_1	2057	2057
mux4_2	512	512
nor2_1	262	261
a22oi_1	256	256
clkbuf_16	0	200
a21oi_1	129	129
buf_4	15	122
clkinv_1	0	50
clkbuf_1	141	37
clkinv_2	0	34
nand2_1	31	30
o41ai_1	32	28
clkdlybuf4s50_1	0	21
bufinv_16	0	20
## metal layers
metal  up-vias  part of all wire
met5         -           0.00065
met4         8             0.035
met3       341              0.17
met2      2368              0.48
met1     18890              0.32
li1      15350                 -
## synth_stat cells (all sizes together)
cell,count,share of area
inv,4,0.00019
nor2,262,0.013
o41ai,32,0.0036
clkbuf,141,0.0067
a22oi,256,0.024
nand3b,1,0.000096
nand4,8,0.00064
nand2b,2,0.00016
and2,3,0.00024
ha,5,0.00080
nand3,5,0.00032
nor2b,7,0.00056
a21oi,129,0.0082
nand2,31,0.0015
nor3,2,0.00013
mux4,512,0.15
o21ai,3,0.00019
edfxtp,2057,0.79
conb,1,0.000048
a31oi,1,0.000080
buf,84,0.0056
or2,1,0.000080
dfxtp,2,0.00051
## through the flow
step	instances	instance area [um^2]
CTS	5902	87950
finish	5906	87960
floorplan	3549	78530
global placement	5540	81540
detailed placement	5540	81570
global route	5902	87950
## sequential cells by signal, summed over array words and instances, names as in the netlist
register  count
stage         2
data_out      8
mem        2048
ready         1
## cell families after synthesis
logic type	count (synthesis)
fa+ha+maj	5
buf+inv	229
simple gates	322
compound gates	421
flops	2059
other cells	1
mux	512
## worst max-delay path: stages
cell and delay, ns:
buf_8 0.31, buf_4 0.59, buf_12 0.53, buf_4 0.63, buf_4 0.68, mux4_2 0.59
a22oi_1 0.32, a21oi_1 0.15, o41ai_1 0.87, buf_4 0.25, nand4_1 0.10
## worst paths after layout
path                    startpoint               endpoint  slack [ns]
max reg2reg  stage[1]$_SDFFE_PN0P_  mem[132][1]$_DFFE_PP_       14.46
max                        addr[0]  data_out[2]$_DFFE_PP_        9.85
min          stage[1]$_SDFFE_PN0P_  stage[1]$_SDFFE_PN0P_        0.66
min reg2reg  stage[1]$_SDFFE_PN0P_  stage[1]$_SDFFE_PN0P_        0.66
## cell type report
type	count	area [um^2]	share of cell area
multi-input combinational	1261	15800	0.1796
tap	2058	2575	0.02927
antenna	4	10.01	0.0001138
clock inverter	125	1241	0.01411
inverter	4	15.01	0.0001707
sequential	2059	61810	0.7027
clock buffer	237	5144	0.05848
timing repair buffer	158	1366	0.01553
## where the power goes
| part | internal (mW) | switching (mW) | leakage (nW) |
|---|---|---|---|
| Sequential | 5.23 | 0.00671 | 18.5 |
| Combinational | 0.153 | 0.286 | 4.98 |
| Clock | 2.30 | 1.71 | 3.11 |
Power figures rest on the tool's default switching activity, not on a simulated workload.
