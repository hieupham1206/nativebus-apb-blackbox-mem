$ cat design/flow/run.sh
#!/bin/bash
# OpenROAD 26Q1-2900-gdf79404cd8, Yosys 0.63+post, stock flow scripts
make -C /OpenROAD-flow-scripts/flow DESIGN_CONFIG=/design/flow/config.mk WORK_HOME=/design/flow/orfs finish
$ cat design/flow/config.mk
export PLATFORM = sky130hd
export DESIGN_NAME = apb_converter
export DESIGN_NICKNAME = apb_converter
export VERILOG_FILES = /design/flow/design.v
export SDC_FILE = /design/flow/constraint.sdc
export NUM_CORES = 4
export LEC_CHECK = 1
export CORE_AREA = 10 10 97 97
export DIE_AREA = 0 0 107 107
$ cat design/flow/constraint.sdc
current_design apb_converter

set clk_period 3.2
set clk_io_pct 0.2

create_clock -name clk0 -period $clk_period [get_ports {pclk}]

set non_clock_inputs [all_inputs -no_clocks]
set_input_delay [expr $clk_period * $clk_io_pct] -clock clk0 $non_clock_inputs
set_output_delay [expr $clk_period * $clk_io_pct] -clock clk0 [all_outputs]
$ cat design/flow/design.v
module apb_converter(
    input pclk,
    input presetn,
    input [7:0]write_addr,
    input [7:0]write_data,
    input write_req,
    output reg [7:0]pwdata,
    input pready,
    input read_req,
    input [7:0]read_addr,
    output reg [7:0]read_data,
    input  [7:0]prdata,
    output reg write_ack,
    output reg read_ack,
    output reg pwrite,
    output reg psel,
    output reg penable,
    output reg[7:0]paddr,
    output reg [1:0]stage
);
localparam IDLE = 2'b00;
localparam SETUP = 2'b01;
localparam ACCESS = 2'b10;
localparam WAIT = 2'b11;
always @(posedge pclk or negedge presetn) begin
    if(!presetn) begin
        stage <= IDLE;
        read_data <= 8'h00;
        write_ack <= 1'b0;
        read_ack <= 1'b0;
        pwrite <= 1'b0;
        psel <= 1'b0;
        penable <= 1'b0;
        pwdata <= 8'h00;
        paddr <= 8'h00;
    end
    else begin
        case(stage)
            IDLE:begin
                penable <= 0;
                psel <= 1'b0;
                pwdata <= 8'h00;
                paddr <= 8'h00;
                if(write_req || read_req) begin
                    stage <= SETUP;
                end
                else begin
                stage <= IDLE; end
            end
            SETUP:begin
                psel <= 1;
                if(write_req) begin
                    pwdata <= write_data;
                    pwrite <= 1'b1;
                    paddr <= write_addr;
                    stage <= ACCESS;
                end
                else if (read_req) begin
                    pwrite <= 0;
                    paddr <= read_addr;
                    stage <= ACCESS;
                end
            end
            ACCESS:begin
                penable <= 1;
                if(pready) begin
                    if(write_req) begin
                    write_ack <= 1'b1;
                    psel <= 0;
                    penable <= 0;
                    pwrite <= 0;
                    stage <= WAIT;
                    end
                    else if(read_req) begin
                    read_ack <= 1'b1;
                    read_data <= prdata;
                    psel <= 0;
                    penable <=0;
                    stage <= WAIT;
                    end
                end
                else begin
                    stage <= SETUP;
                end
            end
            WAIT: begin
                read_ack <= 1'b0;
                write_ack <= 1'b0;
                stage <= IDLE;
            end
      endcase
end
end
endmodule
==> CHANGELOG.md <==
## Implementation

* Status: finished clean
* Stages on the worst setup path at 1
* Gr usage total at 7.48%
* Yosys stat area at 1370 um^2
* Setup violators final at 0
* Syn Std Cell Area at 1370 um^2
* # Cells Yosys at 110
* DRT met1 WL at 1.97 mm
* Diodes inserted at 0
* Syn avg cell area at 12.5 um^2
* Area share, top type at 56.6%
* CP arrival at 1720 ps
* Syn. warnings at 1
* Layout Utilization at 31.0%
* Post-Route WL at 4.13 mm
* Die Span Y at 107 um
* Pre-Repair DR Iteration Count at 4
* Dominant logic cell types in the final layout: 67 x clkdlybuf4s50_1, 31 x dfrtp_1, 15 x a22o_1, 9 x o2bb2ai_1
* Row cnt at 31
* CTS Buffer Depth at 2
* Area grow syn2layout at 65.1%
* Vias/cell at 4.10
* Share of cells above drive strength 1 at 11.2%
* First-pass GRT wire length at 6.98 mm
* Total grt overflow at 0
* CTS tree: yes
* Via Count at 1,140
* Post-synthesis sequential area ratio at 56.6%
* Cts hold-fix bufs at 0
* Log Warnings at 25
* Post-Syn Instances at 110
* WS Path Type: flip-flop to output pin
* H-tree depth at 2
* Largest net degree at the start of global routing at 32
* Reg clk slew, reported paths at 70 ps
* Post-synth regs at 31
* Worst setup EP type: output pin
* Final Slew Violations at 0
* Clock buffer count from CTS at 5
* Worst Tran Pin Value at 737 ps
* Clk Latency, worst-skew pair at 280 ps
* Top sig layer: met4
* Fin. Hold Viols at 0
* Critical Path RT at 2560 ps
* Met3 routed WL at 357 um
* Top achievable clock speed at 424 MHz
* HP Class: flip-flop to flip-flop
* CP top delay family: flip-flops
* Post-CTS Resized at 0
* Pwr dens at 792 nW/um^2
* DRC at 0
* Slowest stage delay, CP at 820 ps
* TNS Setup at 0 ps
* Max VDD drop at 0.000229 V
* R2R cell count at 3
* Placer Congestion at 0.697
* Post-Place Cells at 270
* Crit path buf inv count at 1
* Final Power at 1.79 mW
* Core ar. at 7290 um^2
* Most frequent logic cell in the layout: clkdlybuf4s50_1
* Met2 wire len at 1.79 mm
* Min Tclk post-route at 2360 ps
* Port Buf Inserts at 67
* ANT nets after route at 0
* Core Util at FP at 18.8%
* Worst Skew at 4.83 ps
* DP HPWL at 3.01 mm
* WL/cell at 14.9 um
* Worst rel slew slack at 50.9%
* CP max FO at 24
* Crit path cell chain: clkdlybuf4s50_1
* Vias in the first global route at 1,293
* Horiz. Die Dim at 107 um
* Top cells, area: dfrtp_1 57%, a22o_1 9.6%, mux2_2 6.6%
* Initial DRC count at 57
* Post-CTS Repair Setup Buffers at 0
* Synth area leader: dfrtp_1
* RSZ-0062 raised after global routing: false
* Layout Cells excl Fill at 278
* Clk sinks at 31
* CTS Root Cell: clkbuf_8
* Worst path slowest cell: dfrtp_1
* Worst hold margin at 489 ps
* Die area at 11,400 um^2
* Max Cap Violations at 0
* Startpoint Class: flip-flop
* Crit share post-route at 73.7%
* Hold Path Stages at 2
* Synth unique cells at 22
* Initial antenna violation count at 0
* I/O pin count at 68
* Lkg Pwr at 0.956 nW
## final timing paths
check	start	end	slack (ps)
worst max-delay path	stage[1]	stage[1]	840
worst min-delay path	penable	penable	490
worst max register to register	stage[1]	read_data[5]	1170
worst min register to register	penable	penable	490
max in group asynchronous	presetn	psel	2130
min in group asynchronous	presetn	pwdata[5]	760
## through the flow
| step | setup slack (ps) | cell area (um^2) |
|---|---|---|
| 4_1_cts | 828 | 2260 |
| 3_3_place_gp | 839 | 2150 |
| 6_report | 841 | 2260 |
| 3_5_place_dp | 817 | 2150 |
| 5_1_grt | 726 | 2260 |
| 2_1_floorplan | 1470 | 1370 |
## routing by layer
metal	global-route usage, %	vias to the layer above
li1	-	542
met1	10.5	540
met2	10.9	56
met3	3.21	2
met4	0.677	0
met5	0	-
## cell families (layout without fill, tap and decap cells)
group | count (synthesis) | in the layout | synth area share, %
multiplexers | 16 | 16 | 12.4
AND-OR/OR-AND | 39 | 39 | 21.5
AND/OR/NAND/NOR | 14 | 14 | 6.39
flip-flops | 31 | 31 | 56.6
buffers and inverters | 10 | 79 | 3.10
## final cells by class
| class | instances | area [um^2] |
|---|---|---|
| Fill cell | 763 | 5030 |
| Clock inverter | 2 | 35.0 |
| Clock buffer | 6 | 82.6 |
| Timing Repair Buffer | 69 | 686 |
| Sequential cell | 31 | 776 |
| Multi-Input combinational cell | 69 | 553 |
| Tap cell | 99 | 124 |
| Inverter | 2 | 7.51 |
## flip-flops by register name, indices dropped and copies added, names as in the netlist
name,cells
paddr,8
pwdata,8
read_data,8
stage,2
penable,1
psel,1
pwrite,1
read_ack,1
write_ack,1
## power by group
| group | internal (mW) | leakage (nW) | switching (mW) | total (mW) |
|---|---|---|---|---|
| combinational | 0.478 | 0.494 | 0.167 | 0.645 |
| clock | 0.252 | 0.0612 | 0.152 | 0.404 |
| sequential | 0.566 | 0.401 | 0.178 | 0.744 |
## cell usage after synthesis
library cell and count:
a21oi_1 6, o2bb2ai_1 9, mux2_2 8, o21ai_1 1, buf_2 4, clkbuf_1 2
mux2i_1 8, nand2_1 5, nor3b_4 1, nand2b_1 1, a21o_1 2, inv_1 2
nor2b_2 1, nand3b_1 2, dfrtp_1 31, nor2_1 2, nor2b_1 2, buf_1 2
a22o_1 15, a211oi_1 1, a31oi_1 2, o21ai_0 3
Power and IR drop assume default switching activity.
